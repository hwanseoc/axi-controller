### flow/config.mk
export PLATFORM = sky130hd
export DESIGN_NAME = axi_master
export DESIGN_NICKNAME = axi_master
export VERILOG_FILES = /design/flow/design.v
export SDC_FILE = /design/flow/constraint.sdc
export NUM_CORES = 4
export LEC_CHECK = 1
export CORE_AREA = 10 10 139 139
export DIE_AREA = 0 0 149 149
export SYNTH_HDL_FRONTEND = slang
### flow/run.sh
#!/bin/bash
# OpenROAD 26Q1-2900-gdf79404cd8, Yosys 0.63+post, stock flow scripts
make -C /OpenROAD-flow-scripts/flow DESIGN_CONFIG=/design/flow/config.mk WORK_HOME=/design/flow/orfs finish
### flow/design.v
interface axi_interface #(
    parameter AXI_ADDR_WIDTH = 32,
    parameter AXI_DATA_WIDTH = 32,
    parameter AXI_ID_WIDTH   = 4,
    parameter AXI_USER_WIDTH = 1,
    parameter AXI_STRB_WIDTH = AXI_DATA_WIDTH / 8
) (
    input logic clk,
    input logic rst_n
);
    logic [AXI_ID_WIDTH-1:0]     awid;
    logic [AXI_ADDR_WIDTH-1:0]   awaddr;
    logic [7:0]                  awlen;
    logic [2:0]                  awsize;
    logic [1:0]                  awburst;
    logic                        awlock;
    logic [3:0]                  awcache;
    logic [2:0]                  awprot;
    logic [3:0]                  awqos;
    logic [3:0]                  awregion;
    logic [AXI_USER_WIDTH-1:0]   awuser;
    logic                        awvalid;
    logic                        awready;
    logic [AXI_DATA_WIDTH-1:0]   wdata;
    logic [AXI_STRB_WIDTH-1:0]   wstrb;
    logic                        wlast;
    logic [AXI_USER_WIDTH-1:0]   wuser;
    logic                        wvalid;
    logic                        wready;
    logic [AXI_ID_WIDTH-1:0]     bid;
    logic [1:0]                  bresp;
    logic [AXI_USER_WIDTH-1:0]   buser;
    logic                        bvalid;
    logic                        bready;
    logic [AXI_ID_WIDTH-1:0]     arid;
    logic [AXI_ADDR_WIDTH-1:0]   araddr;
    logic [7:0]                  arlen;
    logic [2:0]                  arsize;
    logic [1:0]                  arburst;
    logic                        arlock;
    logic [3:0]                  arcache;
    logic [2:0]                  arprot;
    logic [3:0]                  arqos;
    logic [3:0]                  arregion;
    logic [AXI_USER_WIDTH-1:0]   aruser;
    logic                        arvalid;
    logic                        arready;
    logic [AXI_ID_WIDTH-1:0]     rid;
    logic [AXI_DATA_WIDTH-1:0]   rdata;
    logic [1:0]                  rresp;
    logic                        rlast;
    logic [AXI_USER_WIDTH-1:0]   ruser;
    logic                        rvalid;
    logic                        rready;
    modport master (
        input  clk,
        input  rst_n,
        output awid,
        output awaddr,
        output awlen,
        output awsize,
        output awburst,
        output awlock,
        output awcache,
        output awprot,
        output awqos,
        output awregion,
        output awuser,
        output awvalid,
        input  awready,
        output wdata,
        output wstrb,
        output wlast,
        output wuser,
        output wvalid,
        input  wready,
        input  bid,
        input  bresp,
        input  buser,
        input  bvalid,
        output bready,
        output arid,
        output araddr,
        output arlen,
        output arsize,
        output arburst,
        output arlock,
        output arcache,
        output arprot,
        output arqos,
        output arregion,
        output aruser,
        output arvalid,
        input  arready,
        input  rid,
        input  rdata,
        input  rresp,
        input  rlast,
        input  ruser,
        input  rvalid,
        output rready
    );
    modport slave (
        input  clk,
        input  rst_n,
        input  awid,
        input  awaddr,
        input  awlen,
        input  awsize,
        input  awburst,
        input  awlock,
        input  awcache,
        input  awprot,
        input  awqos,
        input  awregion,
        input  awuser,
        input  awvalid,
        output awready,
        input  wdata,
        input  wstrb,
        input  wlast,
        input  wuser,
        input  wvalid,
        output wready,
        output bid,
        output bresp,
        output buser,
        output bvalid,
        input  bready,
        input  arid,
        input  araddr,
        input  arlen,
        input  arsize,
        input  arburst,
        input  arlock,
        input  arcache,
        input  arprot,
        input  arqos,
        input  arregion,
        input  aruser,
        input  arvalid,
        output arready,
        output rid,
        output rdata,
        output rresp,
        output rlast,
        output ruser,
        output rvalid,
        input  rready
    );
    modport monitor (
        input  clk,
        input  rst_n,
        input  awid,
        input  awaddr,
        input  awlen,
        input  awsize,
        input  awburst,
        input  awlock,
        input  awcache,
        input  awprot,
        input  awqos,
        input  awregion,
        input  awuser,
        input  awvalid,
        input  awready,
        input  wdata,
        input  wstrb,
        input  wlast,
        input  wuser,
        input  wvalid,
        input  wready,
        input  bid,
        input  bresp,
        input  buser,
        input  bvalid,
        input  bready,
        input  arid,
        input  araddr,
        input  arlen,
        input  arsize,
        input  arburst,
        input  arlock,
        input  arcache,
        input  arprot,
        input  arqos,
        input  arregion,
        input  aruser,
        input  arvalid,
        input  arready,
        input  rid,
        input  rdata,
        input  rresp,
        input  rlast,
        input  ruser,
        input  rvalid,
        input  rready
    );
endinterface 
module axi_master #(
    parameter AXI_ADDR_WIDTH = 32,
    parameter AXI_DATA_WIDTH = 32,
    parameter AXI_ID_WIDTH   = 4,
    parameter AXI_USER_WIDTH = 1,
    parameter AXI_STRB_WIDTH = AXI_DATA_WIDTH / 8
)(
    input  logic                        clk,
    input  logic                        rst_n,
    input  logic                        cmd_valid,
    output logic                        cmd_ready,
    input  logic                        cmd_write,
    input  logic [AXI_ADDR_WIDTH-1:0]   cmd_addr,
    input  logic [AXI_DATA_WIDTH-1:0]   cmd_wdata,
    input  logic [AXI_STRB_WIDTH-1:0]   cmd_wstrb,
    input  logic [7:0]                  cmd_len,
    output logic [AXI_DATA_WIDTH-1:0]   cmd_rdata,
    output logic                        cmd_rvalid,
    input  logic                        cmd_rready,
    output logic [1:0]                  cmd_resp,
    output logic [AXI_ID_WIDTH-1:0]     m_axi_awid,
    output logic [AXI_ADDR_WIDTH-1:0]   m_axi_awaddr,
    output logic [7:0]                  m_axi_awlen,
    output logic [2:0]                  m_axi_awsize,
    output logic [1:0]                  m_axi_awburst,
    output logic                        m_axi_awlock,
    output logic [3:0]                  m_axi_awcache,
    output logic [2:0]                  m_axi_awprot,
    output logic [3:0]                  m_axi_awqos,
    output logic [3:0]                  m_axi_awregion,
    output logic [AXI_USER_WIDTH-1:0]   m_axi_awuser,
    output logic                        m_axi_awvalid,
    input  logic                        m_axi_awready,
    output logic [AXI_DATA_WIDTH-1:0]   m_axi_wdata,
    output logic [AXI_STRB_WIDTH-1:0]   m_axi_wstrb,
    output logic                        m_axi_wlast,
    output logic [AXI_USER_WIDTH-1:0]   m_axi_wuser,
    output logic                        m_axi_wvalid,
    input  logic                        m_axi_wready,
    input  logic [AXI_ID_WIDTH-1:0]     m_axi_bid,
    input  logic [1:0]                  m_axi_bresp,
    input  logic [AXI_USER_WIDTH-1:0]   m_axi_buser,
    input  logic                        m_axi_bvalid,
    output logic                        m_axi_bready,
    output logic [AXI_ID_WIDTH-1:0]     m_axi_arid,
    output logic [AXI_ADDR_WIDTH-1:0]   m_axi_araddr,
    output logic [7:0]                  m_axi_arlen,
    output logic [2:0]                  m_axi_arsize,
    output logic [1:0]                  m_axi_arburst,
    output logic                        m_axi_arlock,
    output logic [3:0]                  m_axi_arcache,
    output logic [2:0]                  m_axi_arprot,
    output logic [3:0]                  m_axi_arqos,
    output logic [3:0]                  m_axi_arregion,
    output logic [AXI_USER_WIDTH-1:0]   m_axi_aruser,
    output logic                        m_axi_arvalid,
    input  logic                        m_axi_arready,
    input  logic [AXI_ID_WIDTH-1:0]     m_axi_rid,
    input  logic [AXI_DATA_WIDTH-1:0]   m_axi_rdata,
    input  logic [1:0]                  m_axi_rresp,
    input  logic                        m_axi_rlast,
    input  logic [AXI_USER_WIDTH-1:0]   m_axi_ruser,
    input  logic                        m_axi_rvalid,
    output logic                        m_axi_rready
);
    typedef enum logic [2:0] {
        IDLE,
        WRITE_ADDR,
        WRITE_DATA,
        WRITE_RESP,
        READ_ADDR,
        READ_DATA
    } state_t;
    state_t state, next_state;
    logic [7:0] txn_count;
    assign m_axi_awid     = '0;
    assign m_axi_awsize   = $clog2(AXI_STRB_WIDTH);   
    assign m_axi_awburst  = 2'b01;   
    assign m_axi_awlock   = 1'b0;    
    assign m_axi_awcache  = 4'b0000;  
    assign m_axi_awprot   = 3'b000;   
    assign m_axi_awqos    = 4'b0000;  
    assign m_axi_awregion = 4'b0000;  
    assign m_axi_awuser   = '0;       
    assign m_axi_wuser    = '0;       
    assign m_axi_arid     = '0;
    assign m_axi_arsize   = $clog2(AXI_STRB_WIDTH);   
    assign m_axi_arburst  = 2'b01;   
    assign m_axi_arlock   = 1'b0;    
    assign m_axi_arcache  = 4'b0000;  
    assign m_axi_arprot   = 3'b000;   
    assign m_axi_arqos    = 4'b0000;  
    assign m_axi_arregion = 4'b0000;  
    assign m_axi_aruser   = '0;       
    always_ff @(posedge clk or negedge rst_n) begin
        if (!rst_n) begin
            state <= IDLE;
            txn_count <= '0;
        end else begin
            state <= next_state;
            if (state == IDLE) begin
                txn_count <= cmd_len;
            end else if ((state == WRITE_DATA && m_axi_wready && m_axi_wvalid) || 
                         (state == READ_DATA && m_axi_rready && m_axi_rvalid)) begin
                if (txn_count > 0)
                    txn_count <= txn_count - 1;
            end
        end
    end
    always_comb begin
        next_state = state;
        case (state)
            IDLE: begin
                if (cmd_valid) begin
                    if (cmd_write)
                        next_state = WRITE_ADDR;
                    else
                        next_state = READ_ADDR;
                end
            end
            WRITE_ADDR: begin
                if (m_axi_awready && m_axi_awvalid)
                    next_state = WRITE_DATA;
            end
            WRITE_DATA: begin
                if (m_axi_wready && m_axi_wvalid && m_axi_wlast)
                    next_state = WRITE_RESP;
            end
            WRITE_RESP: begin
                if (m_axi_bvalid && m_axi_bready)
                    next_state = IDLE;
            end
            READ_ADDR: begin
                if (m_axi_arready && m_axi_arvalid)
                    next_state = READ_DATA;
            end
            READ_DATA: begin
                if (m_axi_rvalid && m_axi_rready && m_axi_rlast && (cmd_rvalid && cmd_rready || !m_axi_rvalid))
                    next_state = IDLE;
            end
            default: next_state = IDLE;
        endcase
    end
    assign cmd_ready = (state == IDLE);
    always_comb begin
        m_axi_awvalid = 1'b0;
        m_axi_awaddr = cmd_addr;
        m_axi_awlen = cmd_len;
        m_axi_wvalid = 1'b0;
        m_axi_wdata = cmd_wdata;
        m_axi_wstrb = cmd_wstrb;
        m_axi_wlast = (txn_count == 0);
        m_axi_bready = 1'b0;
        m_axi_arvalid = 1'b0;
        m_axi_araddr = cmd_addr;
        m_axi_arlen = cmd_len;
        m_axi_rready = (state == READ_DATA) ? 1'b1 : 1'b0;
        cmd_rvalid = 1'b0;
        cmd_rdata = m_axi_rdata;
        cmd_resp = 2'b00;
        case (state)
            WRITE_ADDR: begin
                m_axi_awvalid = 1'b1;
            end
            WRITE_DATA: begin
                m_axi_wvalid = 1'b1;
            end
            WRITE_RESP: begin
                m_axi_bready = 1'b1;
                if (m_axi_bvalid)
                    cmd_resp = m_axi_bresp;
            end
            READ_ADDR: begin
                m_axi_arvalid = 1'b1;
            end
            READ_DATA: begin
                m_axi_rready = 1'b1;
                if (m_axi_rvalid) begin
                    cmd_rvalid = 1'b1;
                    cmd_resp = m_axi_rresp;
                end
            end
            default: begin
            end
        endcase
    end
endmodule 
### flow/constraint.sdc
current_design axi_master

set clk_period 3.3
set clk_io_pct 0.2

create_clock -name clk0 -period $clk_period [get_ports {clk}]

set non_clock_inputs [all_inputs -no_clocks]
set_input_delay [expr $clk_period * $clk_io_pct] -clock clk0 $non_clock_inputs
set_output_delay [expr $clk_period * $clk_io_pct] -clock clk0 [all_outputs]
==> commit_impl_results.txt <==
Refresh implementation metrics

- Chip area from the yosys synthesis statistics: approximately 0.0023 sq mm
* Final Setup Violations: 0
* HPWL after detailed placement: around 5300 um
- Post-layout period usage of the worst path: 0.886
* Area of the placeable core: ~0.016 sq mm
* Maximum number of pins on one net before global-route repair: 23
- Global placement routability congestion: between 0.7 and 0.8
- Listed in order, past its start point the critical path passes inv_1 -> ha_1 -> or3b_2 -> nor2_1 -> clkdlybuf4s50_1.
* CTS max path bufs: 2
- H-tree level count: 1
- Per the CTS log, the root buffer master is sky130_fd_sc_hd__clkbuf_16.
- In this run the remaining antenna-violating nets after routing total 0.
- Endpoint kind of the worst setup timing path: output pin
- Maximum fanout along the worst path: 7
- Antenna violations before repair: 0
* TritonCTS Buffers: 3
- Number of fill cells: 1,943
- Layout cell share with drive strength beyond 1: 0.0541
- Tool warnings: 36
* Setup Buffers After CTS: 0
- For this block, the initial DRC count from the detailed router was 58.
- The number of maximum-capacitance violations recorded for the run is 0.
- Across all checked pins, the minimum headroom to the slew limit is 0.520.
- Summing all flip-flop and latch instances after layout gives 352 sq um.
- Number of standard cells in the final layout excluding fillers: between 400 and 500
- Per the placement log, port buffering inserted 48 buffers.
- Proportion of power drawn by the clock network: 0.309
- Per STA, the worst path accumulates the most delay in the family simple AND/OR/NAND/NOR gates.
- Global-route wire length before repair: around 8400 um
- In the CTS report, the clock slew at the register clock pins of the worst setup and hold paths is listed as 0.05 ns.
* Sort of element at the start of the critical path: flop
* Clk latency of the worst-skew pair: about 0.24 ns
- Layout Skew: around 0.0017 ns
* Vias in the first global route: approximately 1,300
- The power report puts the leakage power at around 0.00072 uW.
- Chip footprint: approximately 0.022 sq mm
* Worst min-delay path endpoint: state[4]
- Req. time, crit path: approximately 2.6 ns
* Final tally of max-slew violations: 0
- Dividing the detail-routed via count by the number of cells gives 2.87.
- During synthesis, Yosys emitted a total of 0 warnings.
* Global routing usage summed across all routing layers: 0.0504
- Routed wire length: just over 6000 um
- Worst R2R Setup Slack: approximately 1.4 ns
* Synthesized netlist cell count: between 200 and 300
- Cells in synth_stat.txt: approximately 290
- Worst setup timing slack at the placement stage: between 0.5 and 0.6 ns
- Delay of the slowest critical-path stage: roughly 0.56 ns
- Critical path buffers and inverters: 2
- Period minus WS final: between 2 and 3 ns
* Worst R2R Start: txn_count[0]
- The run finished with clean final reports.
- Counting endpoints that fail hold in the final report gives 0.
- Classification of the worst setup path: flop to output pin
* Netlist cell types: 32
- Among all stages on the critical path, the largest delay is contributed by sky130_fd_sc_hd__clkdlybuf4s50_1.
- After global routing the overflow that remains totals 0.
- The worst path meets setup with 0.375 ns of slack.
* Detailed-route via count: about 1,200
- Worst hold path stage count: 1
- Post-cts hold-fix buffer tally: 0
* DRC Markers: 0
* Portion of total power attributed to combinational logic: 0.333
- The die is 149 um wide.
- The finished cells cover roughly 0.0018 sq mm.
- ~340 I/O pins were placed.
- Worst R2R Path Depth: 6
* Worst min path class: flop to flop
* Actual transition at the worst max-transition pin: 0.718 ns
- Peak supply drop: ~0.20 mV
* TritonCTS clock tree: yes
- Post-synthesis sequential area ratio: 0.152
* N_diodes: 0
* Placed cell count: between 400 and 500
- The clock net in this run drives a total of 14 sinks.
- The synthesized design contains 14 register bits.
* Number of cells upsized or downsized after cts: 0
- At the worst endpoint, the arrival time is roughly 2.3 ns.
- Per the post-synthesis stats, the area per cell is 8.08 sq um.
- The area growth from synthesis to layout is -21.0%.
- Routed length per placed instance: 15.3 um
- The synthesized netlist occupies a cell area of around 0.0023 sq mm.
- Setup repair after global routing left no endpoint under its margin.
- Setup TNS: 0 ns
* Share of power burned in registers: 0.358
- The area taken by multi-input combinational cells is reported as 604 sq um.
- Standard cell area after detailed placement: between 0.0015 and 0.002 sq mm
- Row count: 47
- Power spent charging and discharging nets: between 200 and 300 uW
* Sw Ratio: 0.317
- Initial core utilization: 0.140
- The iteration count recorded for the first detailed-route pass is 4.
- Reg2Reg Capture Point: txn_count[1]
- In the power breakdown, the internal column shows around 570 uW.
- The vertical die dimension reported for this design is about 150 um.
* Beginning of the worst hold path: state[1]
* Power density over the cells: 455 mW/mm^2
* Timing-limited maximum frequency: around 340 MHz
-- through the flow --
stage	hold slack, ns	total power (uW)	util
global route	0.553	893	0.111
floorplan	0.364	603	-
CTS	0.531	843	0.111
global placement	0.528	579	0.106
finish	0.535	831	0.111
detailed placement	0.521	580	0.106
-- cells in the mapped netlist --
cell | count | share of area
sky130_fd_sc_hd__o21ai_0 | 7 | 0.015
sky130_fd_sc_hd__nand2_1 | 10 | 0.016
sky130_fd_sc_hd__o2111ai_1 | 2 | 0.0076
sky130_fd_sc_hd__o22ai_1 | 1 | 0.0027
sky130_fd_sc_hd__nor2_1 | 4 | 0.0065
sky130_fd_sc_hd__buf_4 | 201 | 0.65
sky130_fd_sc_hd__a32o_1 | 3 | 0.013
sky130_fd_sc_hd__buf_2 | 1 | 0.0022
sky130_fd_sc_hd__nand4_1 | 2 | 0.0054
sky130_fd_sc_hd__dfrtp_1 | 13 | 0.14
sky130_fd_sc_hd__xor2_1 | 5 | 0.019
sky130_fd_sc_hd__o21a_4 | 1 | 0.0065
sky130_fd_sc_hd__or3b_2 | 1 | 0.0038
sky130_fd_sc_hd__mux2_4 | 1 | 0.0065
sky130_fd_sc_hd__xnor2_1 | 1 | 0.0038
sky130_fd_sc_hd__a22oi_1 | 1 | 0.0032
sky130_fd_sc_hd__o21ai_2 | 1 | 0.0038
sky130_fd_sc_hd__a311oi_1 | 1 | 0.0038
sky130_fd_sc_hd__conb_1 | 2 | 0.0032
sky130_fd_sc_hd__o311ai_0 | 1 | 0.0038
sky130_fd_sc_hd__o211ai_1 | 2 | 0.0065
sky130_fd_sc_hd__clkbuf_1 | 2 | 0.0032
sky130_fd_sc_hd__ha_1 | 2 | 0.011
sky130_fd_sc_hd__and2_1 | 1 | 0.0027
sky130_fd_sc_hd__nor3_1 | 2 | 0.0043
sky130_fd_sc_hd__or4_4 | 1 | 0.0049
sky130_fd_sc_hd__nand3_1 | 3 | 0.0065
sky130_fd_sc_hd__inv_1 | 7 | 0.011
sky130_fd_sc_hd__dfstp_2 | 1 | 0.011
sky130_fd_sc_hd__a22o_1 | 3 | 0.011
sky130_fd_sc_hd__nor4_1 | 2 | 0.0054
sky130_fd_sc_hd__a21oi_1 | 1 | 0.0022
-- layout by cell type (no fill, tap or decap), types with 3 or more instances in the layout --
cell / Yosys / routed
sky130_fd_sc_hd__a32o_1: 3 / 3
sky130_fd_sc_hd__xor2_1: 5 / 5
sky130_fd_sc_hd__a22o_1: 3 / 3
sky130_fd_sc_hd__o21ai_0: 7 / 7
sky130_fd_sc_hd__clkbuf_16: 0 / 3
sky130_fd_sc_hd__nor2_1: 4 / 4
sky130_fd_sc_hd__nand2_1: 10 / 10
sky130_fd_sc_hd__inv_1: 7 / 7
sky130_fd_sc_hd__clkdlybuf4s50_1: 0 / 48
sky130_fd_sc_hd__conb_1: 2 / 53
sky130_fd_sc_hd__dfrtp_1: 13 / 13
sky130_fd_sc_hd__nand3_1: 3 / 3
-- layer usage --
| metal | vias up | routed length [um] | global-route usage | share of wire |
|---|---|---|---|---|
| met5 | - | 0 | 0 | 0 |
| met4 | 0 | 445 | 0.0368 | 0.072 |
| met3 | 70 | 1590 | 0.0622 | 0.26 |
| met2 | 164 | 2270 | 0.0569 | 0.37 |
| met1 | 468 | 1880 | 0.0470 | 0.30 |
| li1 | 459 | - | - | - |
-- power groups by stage --
stage | clock (uW) | sequential (uW) | combinational (uW)
after CTS | 262 | 298 | 284
after global routing | 269 | 309 | 315
final | 257 | 298 | 277
-- area by class of cell --
type | instances | area share
multi-input cells | 112 | 0.331
flip-flops and latches | 14 | 0.192
clock buffers | 4 | 0.0486
inverters | 7 | 0.0144
repair buffers | 48 | 0.263
well taps | 220 | 0.151
-- how the worst max path moves through the flow --
stage | startpoint | end | slack (ns) | cells after the start
finish | txn_count[0] | m_axi_wlast | 0.38 | 5
CTS | txn_count[0] | m_axi_wlast | 0.32 | 5
global route | txn_count[1] | m_axi_wlast | 0.26 | 5
-- sequential cells by signal, indices dropped and copies added (netlist names) --
signal     flops
state          6
txn_count      8
-- kinds of logic after synthesis --
| logic type | share of synthesized area |
|---|---|
| flip-flops | 0.152 |
| XOR/XNOR | 0.0227 |
| AND-OR/OR-AND | 0.0795 |
| other | 0.00325 |
| multiplexers | 0.00649 |
| adder cells (fa/ha/maj) | 0.0108 |
| buffers and inverters | 0.669 |
| AND/OR/NAND/NOR | 0.0557 |
Power and IR drop assume default switching activity.
